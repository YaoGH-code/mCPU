==> flow/design.v <==
module pc(input clk, input [31:0] pc_in, output reg [31:0] pc_out);
	always @ (posedge clk)
		begin
			pc_out <= pc_in;
		end
endmodule
module adder(input [31:0] add_in, output reg [31:0] add_out);
	initial begin
		add_out = 100;
	end
	always @ (*)
		begin
			add_out <= add_in + 4;
		end	
endmodule
module inst_mem( input [31:0] mem_in, output reg [31:0] inst_out);
	reg [31:0] inst_mem [0:511];
	initial begin
		inst_mem [100] <= 32'b10001100001000100000000000000000;
		inst_mem [104] <= 32'b10001100001000110000000000000100;
		inst_mem [108] <= 32'b10001100001001000000000000001000;
		inst_mem [112] <= 32'b10001100001001010000000000001100;
		inst_mem [116] <= 32'b00000000010010100011000000100000;
	end
	always @ (*)
		begin
		inst_out <= inst_mem[mem_in];
	end
endmodule
module IF_ID ( input clk, input [31:0] fd_in, output reg [5:0] op_code, output reg [5:0] func, output reg [4:0] rd, 
	output reg [4:0] rs, output reg [4:0] rt, output reg [15:0] imm );
	reg fd_out;
	always @ (posedge clk)
		begin
			fd_out <= fd_in;
			op_code <= fd_in[31:26];
			func <= fd_in[5:0];
			rd <= fd_in[15:11];
			rs <= fd_in[25:21];
			rt <= fd_in[20:16];
			imm <= fd_in[15:0];
		end
endmodule
module ctrl_unit( input [5:0] op, input [5:0] func, output reg wreg, output reg m_to_reg, output reg wmem, output reg [3:0] aluc, 
	output reg aluimm, output reg regrt );
	always @ (*) begin
		case(op)
			6'b100011:
			begin
			wreg = 1;
			m_to_reg = 1;
			wmem = 0;
			aluc = 4'b0010;
			aluimm = 1;
			regrt = 1;
			end
			6'b000000:
			begin
			wreg = 1;
			m_to_reg = 0;
			wmem = 0;
			aluc = 4'b0010; 
			aluimm = 0;
			regrt = 0;
			end
		endcase
	end
endmodule
module MUX_ID( input [4:0] rd, input [4:0] rt, input regrt, output reg [4:0] MUX_ID_out);
	always @ (*) begin
		if (regrt == 0) begin
			MUX_ID_out <= rd;
		end
		if (regrt == 1) begin
			MUX_ID_out <= rt;
		end
	end
endmodule
module reg_file( input clk, input we, input [4:0] rs, input [4:0] rt, input [4:0] wn, input [31:0] d,
					output reg [31:0] qa, output reg [31:0] qb );
	reg [31:0] reg_files [31:0]; 
	integer i;
	initial begin
		for (i=0; i<32; i=i+1)begin
			reg_files[i] = 32'h00000000;
		end
	end
	always @ (negedge clk) begin
		qa <= reg_files[rs];
		qb <= reg_files[rt];
	end
	always @ (posedge clk) begin
		if ( we == 1 )begin
			reg_files[wn] <= d;
		end
	end
endmodule
module bit_extention( input [15:0] imm, output reg [31:0] extented_imm);
	reg [15:0] extra_bits;
	always @(*) begin
		if (imm[15]==1) begin
			extra_bits = 16'hffff;
		end
		if (imm[15]==0) begin
			extra_bits = 16'h0000;
		end
		extented_imm[31:16] <= extra_bits[15:0];
		extented_imm[15:0] <= imm[15:0];
	end
endmodule
module ID_EXE( input clk, input wreg, input m2reg, input wmem, input [3:0] aluc, input aluimm, input [4:0] rd_rt, 
	input [31:0] qa, input [31:0] qb, input [31:0] extended_imm, output reg EXE_wreg, output reg EXE_m2reg, output reg EXE_wmem, 
	output reg [3:0] EXE_aluc, output reg EXE_aluimm, output reg [4:0] EXE_rd_rt, output reg [31:0] EXE_qa, output reg [31:0] EXE_qb,
	output reg [31:0] EXE_extended_imm);
	always @ (posedge clk) begin
		EXE_wreg <= wreg;
		EXE_m2reg <= m2reg;
		EXE_wmem <= wmem;
		EXE_aluc <= aluc;
		EXE_aluimm <= aluimm;
		EXE_rd_rt <= rd_rt;
		EXE_qa <= qa;
		EXE_qb <= qb;
		EXE_extended_imm <= extended_imm;
	end
endmodule
module MUX_EXE( input EXE_aluimm, input [31:0] EXE_qb, input [31:0] EXE_extended_imm, output reg [31:0] MUX_EXE_out );
	always @(*)begin
		if (EXE_aluimm == 0)begin
			MUX_EXE_out <= EXE_qb;
		end
		if (EXE_aluimm == 1)begin
			MUX_EXE_out <= EXE_extended_imm;
		end
	end
endmodule
module ALU( input [3:0] EXE_aluc, input [31:0] ALU_a, input [31:0] ALU_b, output reg [31:0] ALU_out );
	reg [31:0] reg_files [31:0]; 
	always @(*)begin
		case(EXE_aluc)
			4'b0010:
			begin
			ALU_out <= ALU_a + ALU_b;
			end
		endcase
	end
endmodule
module EXE_MEM( input clk, input EXE_wreg, input EXE_m2reg, input EXE_wmem, 
	input [4:0] EXE_rd_rt, input [31:0] EXE_ALU_out, input [31:0] EXE_qb,
	output reg MEM_wreg, output reg MEM_m2reg, output reg MEM_wmem, output reg [4:0] MEM_rd_rt, 
	output reg [31:0] MEM_ALU_out, output reg [31:0] MEM_qb );
	always @ (posedge clk) begin
		MEM_wreg <= EXE_wreg;
		MEM_m2reg <= EXE_m2reg;
		MEM_wmem <= EXE_wmem;
		MEM_rd_rt <= EXE_rd_rt;
		MEM_ALU_out <= EXE_ALU_out;
		MEM_qb <= EXE_qb;
	end
endmodule
module Data_mem( input we, input [31:0] a, input [31:0] di, output reg [31:0] do );
	reg [31:0] data_mem [0:255];
	initial begin
		data_mem [0] <= 32'ha00000aa;
		data_mem [4] <= 32'h10000011;
		data_mem [8] <= 32'h20000022;
		data_mem [12] <= 32'h30000033;
		data_mem [16] <= 32'h40000044;
		data_mem [20] <= 32'h50000055;
		data_mem [24] <= 32'h60000066;
		data_mem [28] <= 32'h70000077;
		data_mem [32] <= 32'h80000088;
		data_mem [36] <= 32'h90000099;
	end
	always @(*)begin
		if ( we == 0 ) begin
			do <= data_mem [a];
		end
	end
endmodule
module MEM_WB(input clk, input mwreg, input mm2reg, input [4:0] MEM_rd_rt, input [31:0] MEM_ALU_out, input [31:0] do,
	  output reg WB_wreg, output reg WB_m2reg, output reg [4:0] WB_rd_rt, output reg [31:0] WB_ALU_out, output reg [31:0] WB_do);
	  always @ (posedge clk) begin
		WB_wreg <= mwreg;
		WB_m2reg <= mm2reg;
		WB_rd_rt <= MEM_rd_rt;
		WB_ALU_out <= MEM_ALU_out;
		WB_do <= do;
	end
endmodule
module WB_MUX(input wm2reg, input [31:0] WB_ALU_out, input [31:0] do, output reg [31:0] mux_out);
	always @ (*) begin
	 if ( wm2reg == 0 ) begin
		mux_out <= WB_ALU_out;
	 end
	 if ( wm2reg == 1 ) begin
		mux_out <= do;
	 end
	end
endmodule
`timescale 1ns/1ps
module testbench();
	reg clk_tb;
	wire [31:0] pc_in;
	wire [31:0] pc_out;
	wire [31:0] inst_mem_out;
	wire [5:0] opcode_tb;
	wire [5:0] func_tb;
	wire [4:0] rd_tb;
	wire [4:0] rs_tb;
	wire [4:0] rt_tb;
	wire [15:0] imm_tb;
	wire wreg_tb;
	wire m2reg_tb;
	wire wmem_tb;
	wire [3:0] aluc_tb;
	wire aluimm_tb;
	wire regrt_tb;
	wire [4:0] mux_out_tb;
	wire [31:0] qa_tb;
	wire [31:0] qb_tb;
	wire [31:0] extented_imm_tb ;
	wire EXE_wreg;
	wire EXE_m2reg;
	wire EXE_wmem;
	wire [3:0] EXE_aluc;
	wire EXE_aluimm;
	wire [4:0] EXE_MUX_tb;
	wire [31:0] EXE_qa;
	wire [31:0] EXE_qb;
	wire [31:0] EXE_extended_imm;
	wire [31:0] EXE_ALU_MUX_out;
	wire [31:0] EXE_ALU_out;
	wire MEM_wreg;
	wire MEM_m2reg;
	wire MEM_wmem;
	wire [4:0] MEM_MUX_rd_rt;
	wire [31:0] MEM_ALU_out;
	wire [31:0] MEM_qb;
	wire [31:0] MEM_do;
	wire WB_wreg;
	wire WB_m2reg;
	wire [4:0] WB_rd_rt;
	wire [31:0] WB_ALU_out;
	wire [31:0] WB_do;
	wire [31:0] WB_MUX_out;
	pc pc_tb (clk_tb, pc_in, pc_out);
	adder ader_tb (pc_out, pc_in);
	inst_mem inst_mem_tb (pc_out,inst_mem_out);
	IF_ID IF_ID_tb (clk_tb,inst_mem_out, opcode_tb, func_tb, rd_tb, rs_tb, rt_tb, imm_tb);
	ctrl_unit ctrl_unit_tb ( opcode_tb, func_tb, wreg_tb, m2reg_tb, wmem_tb, aluc_tb, aluimm_tb, regrt_tb);
	MUX_ID mux_id_tb (rd_tb, rt_tb, regrt_tb, mux_out_tb);
	reg_file reg_file_tb (clk_tb, WB_wreg, rs_tb, rt_tb, WB_rd_rt, WB_MUX_out, qa_tb, qb_tb );
	bit_extention bit_extention_tb (imm_tb, extented_imm_tb);
	ID_EXE ID_EXE_tb(clk_tb, wreg_tb, m2reg_tb, wmem_tb, aluc_tb, aluimm_tb, mux_out_tb, qa_tb, qb_tb, extented_imm_tb, EXE_wreg,
		EXE_m2reg, EXE_wmem, EXE_aluc, EXE_aluimm, EXE_MUX_tb, EXE_qa, EXE_qb, EXE_extended_imm);
	MUX_EXE MUX_EXE_tb ( EXE_aluimm, EXE_qb, EXE_extended_imm, EXE_ALU_MUX_out);
	ALU ALU_tb ( EXE_aluc, EXE_qa, EXE_ALU_MUX_out, EXE_ALU_out );
	EXE_MEM EXE_MEM_tb ( clk_tb, EXE_wreg, EXE_m2reg, EXE_wmem, EXE_MUX_tb, EXE_ALU_out, EXE_qb, 
		MEM_wreg, MEM_m2reg, MEM_wmem, MEM_MUX_rd_rt, MEM_ALU_out, MEM_qb);
	Data_mem Data_mem_tb ( MEM_wmem, MEM_ALU_out, MEM_qb, MEM_do);
	MEM_WB MEM_WB_tb ( clk_tb, MEM_wreg, MEM_m2reg, MEM_MUX_rd_rt, MEM_ALU_out, MEM_do, WB_wreg, WB_m2reg, WB_rd_rt, WB_ALU_out,
		 WB_do );
	WB_MUX WB_MUX_tb ( WB_m2reg, WB_ALU_out, WB_do, WB_MUX_out );
	initial begin
		clk_tb = 1;
	end
	always begin
		#5;
		clk_tb = ~clk_tb;
	end
endmodule
==> flow/run.sh <==
#!/bin/bash
# OpenROAD 26Q1-2900-gdf79404cd8, Yosys 0.63+post, stock flow scripts
make -C /OpenROAD-flow-scripts/flow DESIGN_CONFIG=/design/flow/config.mk WORK_HOME=/design/flow/orfs finish
==> flow/config.mk <==
export PLATFORM = sky130hd
export DESIGN_NAME = EXE_MEM
export DESIGN_NICKNAME = EXE_MEM
export VERILOG_FILES = /design/flow/design.v
export SDC_FILE = /design/flow/constraint.sdc
export NUM_CORES = 4
export LEC_CHECK = 1
export CORE_AREA = 10 10 103 103
export DIE_AREA = 0 0 113 113
==> flow/constraint.sdc <==
current_design EXE_MEM

set clk_period 1.0
set clk_io_pct 0.2

create_clock -name clk0 -period $clk_period [get_ports {clk}]

set non_clock_inputs [all_inputs -no_clocks]
set_input_delay [expr $clk_period * $clk_io_pct] -clock clk0 $non_clock_inputs
set_output_delay [expr $clk_period * $clk_io_pct] -clock clk0 [all_outputs]
==> results_dict.tcl <==
# flow metrics
set metrics [dict create \
    place_ws_ps 3.80 \
    critPathSlowestCell "dfxtp_2" \
    clock_path_buffers 2 \
    die_x_um 113 \
    switchingPower_mw 1.11 \
    required_ps 800 \
    slew_headroom_pct 92.8 \
    grt_pass1_vias 1160 \
    vias_per_cell 3.18 \
    clkSlewWorstSetupHoldPaths_ps 80 \
    aoi_share_pct 0 \
    leakagePower_nw 1.28 \
    numCtsBuffers 9 \
    synth.top_cell.area_share_pct 100 \
    synth_warnings 1 \
    fp_util_pct 17.4 \
    num_rows 33 \
    tightest_slew_ps 108 \
    finalHoldViolCount 0 \
    netlist_area_um2 1440 \
    final-comb-area_um2 0 \
    drtIter0Drc 24 \
    coreArea_um2 8300 \
    layout-drive-gt1-share_pct 40.5 \
    path_delay_family "flip-flops" \
    power_frac_clock_pct 39.9 \
    rsz0062_at_grt "yes" \
    ctsHoldBuffers 0 \
    die_height_um 113 \
    areaGrowthSynthToFinish_pct 99.4 \
    ios 145 \
    yosys_area_um2 1440 \
    setup_viol 0 \
    critPathMaxStageDelay_ps 320 \
    ys_types 1 \
    antenna_found_initial 0 \
    synth_seq_share_pct 100 \
    drc 0 \
    hold_end "MEM_ALU_out[2]$_DFF_P_" \
    dr.pass1.iters 2 \
    whs_ps 288 \
    ys_sh_adder_pct 0 \
    cp_num_buf_inv 1 \
    avgSynthCellArea_um2 20.0 \
    final_util_pct 34.6 \
    power_switching_share_pct 19.3 \
    cts_root_buf "clkbuf_8" \
    grt_first_pass_wirelength_um 7060 \
    routedWlPerCell_um 14.1 \
    ant_nets 0 \
    die-area_um2 12800 \
    yosys-stat-cells 72 \
    postLayoutSetupSlackWorst_ps 38.1 \
    port_buffers 144 \
    diodes 0 \
    period_used_pct 96.2 \
    vias 1070 \
    criticalPathCategory "flip-flop to output port" \
    cts_tree "done" \
    endpoint_kind "output port" \
    top_cells_by_area "dfxtp_1" \
    worstHoldPathCells 1 \
    finalCriticalPeriod_ps 962 \
    ir_worst_vdd_mv 0.930 \
    max_freq_ghz 1.04 \
    grt_overflow 0 \
    logic_gates 0 \
    maxCapViolCount 0 \
    powerDensity_nw_per_um2 2000 \
    clock_sinks 72 \
    xor_share_pct 0 \
    worstPathMaxFanout 1 \
    power_frac_seq_pct 53.1 \
    power.internal_mw 4.64 \
    place_congestion 0.683 \
    muxShareOfSynthArea_pct 0 \
    stdcell_area_um2 2870 \
    yosys.area.top_type "dfxtp_1" \
    status "finished clean" \
    worst_ep_arrival_time_ps 760 \
    path_cells "buf_2" \
    dpl_cell_area_um2 3010 \
    fin_cells 337 \
    worst_setup_path_start_kind "flip-flop" \
    totalWireLength_um 4740 \
    pwr-share-comb_pct 6.9 \
    ys.flops 72 \
    hold_path.class "input pin to flip-flop" \
    ys_sh_simple_pct 0 \
    dp_cells 321 \
    slew_viol_final 0 \
    grt_max_degree 13 \
    htree_levels 3 \
    tool_warnings 26 \
    grtUsageTotal_pct 7.11 \
    netlist_instances 72 \
    hp-start "EXE_ALU_out[2]" \
]
==> cell usage after synthesis <==
cell type	instances
dfxtp_1	72
==> state kept, by name, indices dropped and copies added (netlist names) <==
register     cells
MEM_rd_rt        5
MEM_wreg         1
MEM_wmem         1
MEM_ALU_out     32
MEM_m2reg        1
MEM_qb          32
==> layer usage <==
metal	routed length, um	global-route usage, %	vias to the layer above
met3	831	6.09	7
met5	0	0	-
met4	46	0.846	0
li1	-	-	530
met2	2240	11.4	84
met1	1620	7.10	449
==> layout make-up <==
cell class	count	area (um2)
Clock buffer	11	151
Clock inverter	5	55.1
Fill cell	852	5430
Sequential cell	72	1450
Tap cell	105	131
Timing Repair Buffer	144	1090
==> power by group through the flow <==
| stage | registers, mW | clock network (mW) | logic, mW |
|---|---|---|---|
| CTS | 3.05 | 2.41 | 0.410 |
| global route | 3.07 | 2.53 | 0.436 |
| finish | 3.05 | 2.29 | 0.398 |
==> kinds of logic (layout without fill, tap and decap cells) <==
| group | after synthesis | count (layout) |
|---|---|---|
| buffers and inverters | 0 | 160 |
| flip-flops | 72 | 72 |
==> stage by stage <==
step,power [mW],TNS [ps]
2_1_floorplan,3.08,0
3_3_place_gp,3.67,0
3_5_place_dp,3.68,0
4_1_cts,5.88,0
5_1_grt,6.03,-95.6
6_report,5.74,0
==> worst max path at each step <==
stage / from / to / slack [ps] / cells past startpoint
after CTS: MEM_ALU_out[2]$_DFF_P_ / MEM_ALU_out[2] / 2 / 1
after global routing: MEM_ALU_out[30]$_DFF_P_ / MEM_ALU_out[30] / -20 / 1
final: MEM_ALU_out[2]$_DFF_P_ / MEM_ALU_out[2] / 40 / 1
==> placed cells by master (no fill, tap or decap) <==
cell,netlist,routed
dfxtp_1,72,66
bufinv_16,0,1
clkdlybuf4s50_1,0,72
clkinv_2,0,2
buf_2,0,71
dfxtp_2,0,6
clkbuf_8,0,11
buf_6,0,1
clkinvlp_4,0,2
==> timing repair <==
action,in CTS,in global routing
setup endpoints to repair,72,16
pin swaps,0,0
resized,226,4
buffers inserted,0,0
Power and IR drop assume default switching activity.
